### flow/run.sh
#!/bin/bash
# OpenROAD 26Q1-2900-gdf79404cd8, Yosys 0.63+post, stock flow scripts
make -C /OpenROAD-flow-scripts/flow DESIGN_CONFIG=/design/flow/config.mk WORK_HOME=/design/flow/orfs finish
### flow/config.mk
export PLATFORM = sky130hd
export DESIGN_NAME = fifo
export DESIGN_NICKNAME = fifo
export VERILOG_FILES = /design/flow/design.v
export SDC_FILE = /design/flow/constraint.sdc
export NUM_CORES = 4
export LEC_CHECK = 1
export CORE_UTILIZATION = 40
### flow/constraint.sdc
current_design fifo

set clk_period 10.3
set clk_io_pct 0.2

create_clock -name clk0 -period $clk_period [get_ports {io_rd_clk}]
create_clock -name clk1 -period $clk_period [get_ports {io_wr_clk}]

set non_clock_inputs [all_inputs -no_clocks]
set_input_delay [expr $clk_period * $clk_io_pct] -clock clk0 $non_clock_inputs
set_output_delay [expr $clk_period * $clk_io_pct] -clock clk0 [all_outputs]
### flow/design.v
module fifo(
  output        io_write_ready,
  input         io_write_valid,
  input  [31:0] io_write_bits,
  input         io_wr_rst,
  input         io_wr_clk,
  input         io_read_ready,
  output        io_read_valid,
  output [31:0] io_read_bits,
  input         io_rd_rst,
  input         io_rd_clk
);
  reg [31:0] ram [0:7];  
  wire  ram_rd_bits_MPORT_en;  
  wire [2:0] ram_rd_bits_MPORT_addr;  
  wire [31:0] ram_rd_bits_MPORT_data;  
  wire [31:0] ram_MPORT_data;  
  wire [2:0] ram_MPORT_addr;  
  wire  ram_MPORT_mask;  
  wire  ram_MPORT_en;  
  reg [3:0] wr_ptr;  
  reg [3:0] rd_ptr;  
  reg [3:0] wr_ptr_r_ptr_1;  
  reg [3:0] wr_ptr_r;  
  reg [3:0] rd_ptr_w_ptr_1;  
  reg [3:0] rd_ptr_w;  
  reg [31:0] rd_bits;  
  wire  rd_empty = rd_ptr == wr_ptr_r;  
  wire  wr_full = wr_ptr[3] != rd_ptr_w[3] & wr_ptr[2:0] == rd_ptr_w[2:0];  
  wire  wr_en = io_write_valid & io_write_ready;  
  wire  rd_en = io_read_valid & io_read_ready;  
  wire [3:0] _wr_ptr_T_1 = wr_ptr + 4'h1;  
  wire [3:0] _rd_ptr_T_1 = rd_ptr + 4'h1;  
  assign ram_rd_bits_MPORT_en = io_read_valid & io_read_ready;
  assign ram_rd_bits_MPORT_addr = rd_ptr[2:0];
  assign ram_rd_bits_MPORT_data = ram[ram_rd_bits_MPORT_addr];  
  assign ram_MPORT_data = io_write_bits;
  assign ram_MPORT_addr = wr_ptr[2:0];
  assign ram_MPORT_mask = 1'h1;
  assign ram_MPORT_en = io_write_valid & io_write_ready;
  assign io_write_ready = ~wr_full;  
  assign io_read_valid = ~rd_empty;  
  assign io_read_bits = rd_bits;  
  always @(posedge io_wr_clk) begin
    if (ram_MPORT_en & ram_MPORT_mask) begin
      ram[ram_MPORT_addr] <= ram_MPORT_data;  
    end
    if (io_wr_rst) begin  
      wr_ptr <= 4'h0;  
    end else if (wr_en) begin  
      wr_ptr <= _wr_ptr_T_1;  
    end
    rd_ptr_w_ptr_1 <= rd_ptr;  
    rd_ptr_w <= rd_ptr_w_ptr_1;  
  end
  always @(posedge io_rd_clk) begin
    if (io_rd_rst) begin  
      rd_ptr <= 4'h0;  
    end else if (rd_en) begin  
      rd_ptr <= _rd_ptr_T_1;  
    end
    wr_ptr_r_ptr_1 <= wr_ptr;  
    wr_ptr_r <= wr_ptr_r_ptr_1;  
    if (io_rd_rst) begin  
      rd_bits <= 32'h0;  
    end else if (rd_en) begin  
      rd_bits <= ram_rd_bits_MPORT_data;  
    end
  end
endmodule
==> flow_summary_export.csv <==
group,metric,value,unit
job,maxCapViolations,0,
sta,drv_slew,0,
die,core,27900,sq um
placement,place_ws,5930,ps
worst_setup_path,path_cells,"xnor2_1 > nand4_1 > clkdlybuf4s50_1",
power_and_ir_drop,p_sw_frac,0.223,
drt,wl,21.3,mm
drt,drc,0,
power_and_ir_drop,ir_drop,0.104,mV
sta,setup_violations,0,
power_and_ir_drop,internal_power,0.00218,W
logic_synthesis,synth.most_common_cell,"edfxtp_1",
logic_synthesis,yosysCellCount,525,
global_route,grtUsageTotal,0.170,
worst_setup_path,path_buffers,1,
final_layout,syn_to_final_growth,19.2,%
power_and_ir_drop,leakage,4.31,nW
logic_synthesis,synth_warnings,1,
final_layout,drive_gt1_frac,0.275,
placement,dpl-instance-area,12600,sq um
placement,dp_hpwl,11.9,mm
worst_setup_path,start_kind,"register",
job,warning_count,26,
worst_setup_path,crit_family,"flip-flops",
final_layout,fin_area,13600,sq um
drt,postRouteAntennaNets,0,
die,io_pins,72,
sta,maxSlewHeadroom,0.517,
drt,dr.pass1.iters,4,
die,die_y,171,um
power_and_ir_drop,pwr-share-comb,0.097,
die,chipWidth,171,um
power_and_ir_drop,power_frac_seq,0.516,
global_route,grt_max_degree,39,
logic_synthesis,synth_area,11400,sq um
worst_hold_path,min_path_type,"reg -> reg",
cts,ctsHoldBuffers,0,
worst_setup_path,slowest_delay,540,ps
logic_synthesis,synth-edff-count,256,
worst_setup_path,cp_max_fo,9,
drt,diodes,0,
placement,io_buffers,70,
global_route,antenna_found_initial,0,
worst_setup_path,crit_arrival,1970,ps
logic_synthesis,yosysTopAreaCellShare,0.673,
sta,setup_ws,6270,ps
cts,cts_setup_buffers,0,
global_route,grt_pass1_wl,33.2,mm
logic_synthesis,synthCells,525,
power_and_ir_drop,p_per_area,206,nW/um^2
cts,cts_resized,0,
sta,setup_tns,0,ps
cts,path_clk_slew,70,ps
logic_synthesis,synth_cell_types,29,
sta,hold_violations,0,
logic_synthesis,synth.avg_cell_area,21.7,sq um
sta,whs,168,ps
global_route,grt_overflow,0,
die,initCoreUtil,0.409,
cts,clkSinkCount,312,
drt,drtIter0Drc,346,
logic_synthesis,async_flop_share,0,
logic_synthesis,largest_area_cell,"edfxtp_1",
run_status,status,"finished clean",
logic_synthesis,yosys_area,11400,sq um
sta,worst_pin_slew,724,ps
power_and_ir_drop,netSwitchingPower,0.000625,W
placement,place.gp.congestion,0.815,
die,rows,61,
sta,rsz0062_at_grt,"false",
drt,vias,5291,
drt,viasPerCell,5.19,
logic_synthesis,common_cells,"edfxtp_1, mux4_2, dfxtp_1",
global_route,grt_pass1_vias,5877,
power_and_ir_drop,p_clk_frac,0.387,
logic_synthesis,postSynthSeqShare,0.772,
logic_synthesis,yosys_most_used_dff,"edfxtp_1",
drt,detail_route.wl_per_cell,20.9,um
worst_setup_path,slowest_stage,"dfxtp_1",
worst_setup_path,end_kind,"primary output",
worst_setup_path,critPathKind,"reg -> out",
cts,cts_tree,"yes",
logic_synthesis,synthTopCellsByArea,"edfxtp_1, mux4_2, dfxtp_1",
logic_synthesis,ys_seq_elements,312,
die,dieArea,29200,sq um
worst_setup_path,worstPathRequired,8240,ps
sta,clock_skew,16.0,ps
## routing by layer
metal	vias to the layer above	track usage	wire, um
li1	2353	-	-
met1	2641	0.230	8090
met2	267	0.253	10200
met3	30	0.105	2550
met4	0	0.0307	451
met5	-	0	0
## layout make-up
cell class                      count  area [sq um]
Multi-Input combinational cell    182          2510
Tap cell                          378           473
Timing Repair Buffer               85           813
Clock buffer                       37           820
Clock inverter                     21           166
Fill cell                        2261         14300
Sequential cell                   312          8820
Inverter                            4          15.0
## power by group through the flow
stage         clock network, W  logic (W)  registers [W]
global route           0.00117   0.000297        0.00146
CTS                    0.00112   0.000280        0.00145
finish                 0.00109   0.000273        0.00145
## final timing paths
check | startpoint | end | cells past startpoint | slack [ps]
setup / recovery | wr_ptr[1] | io_write_ready | 3 | 6270
hold / removal | rd_ptr[3] | rd_ptr_w_ptr_1[3] | 0 | 170
setup reg to reg | rd_ptr[0] | rd_bits[30] | 4 | 7580
hold reg to reg | rd_ptr[3] | rd_ptr_w_ptr_1[3] | 0 | 170
max in group clk1 | io_write_valid | wr_ptr[3] | 6 | 6530
min in group clk0 | wr_ptr_r_ptr_1[3] | wr_ptr_r[3] | 0 | 330
## cell usage in the layout, fill, tap and decap left out, drive strengths merged
cell / instances
mux2: 33
nor2b: 2
nand2: 3
a21o: 1
buf: 15
xnor2: 8
a41oi: 1
mux2i: 2
or3: 1
nand2b: 3
nand4: 2
xor2: 1
dfxtp: 56
nor2: 13
a22o: 32
a31o: 1
clkdlybuf4s50: 70
clkinvlp: 2
mux4: 64
edfxtp: 256
ha: 2
nor3: 2
and3: 1
clkbuf: 37
a41o: 2
nand3: 2
clkinv: 15
o21ai: 2
a21oi: 4
inv: 7
bufinv: 1
## sequential cells by signal, summed over array words and instances (netlist names)
register	count
wr_ptr	4
rd_bits	32
ram	256
wr_ptr_r	4
rd_ptr	4
wr_ptr_r_ptr_1	4
rd_ptr_w_ptr_1	4
rd_ptr_w	4
## kinds of logic after synthesis
logic type / Yosys count / synth area share
AOI/OAI and AO/OA: 43 / 0.0318
xor gates and xnor gates: 9 / 0.00691
adders and majority gates: 2 / 0.00219
buffers and inverters: 31 / 0.0147
DFF: 312 / 0.772
muxes: 99 / 0.161
and+or+nand+nor: 29 / 0.0122
## worst register-to-register path: cells and delay by family, from the launching register on
kind                   cells  cell delay [ps]
AND-OR/OR-AND              1              220
buffers and inverters      1              690
multiplexers               2              900
flip-flops                 1              810
## stage by stage
stage,std cells,util,power [W]
finish,1019,0.487,0.00281
global route,1019,0.487,0.00292
CTS,1019,0.487,0.00285
detailed placement,961,0.452,0.00176
global placement,961,0.452,0.00175
floorplan,525,-,0.00165
No activity file was given, so power comes from the tool's default toggle rates.
